File: ./run.sh
#!/bin/bash
# OpenROAD 26Q1-2900-gdf79404cd8, Yosys 0.63+post, stock flow scripts
make -C /OpenROAD-flow-scripts/flow DESIGN_CONFIG=/design/flow/config.mk WORK_HOME=/design/flow/orfs finish
File: ./config.mk
export PLATFORM = sky130hd
export DESIGN_NAME = axisvoter_v1_0
export DESIGN_NICKNAME = axisvoter_v1_0
export VERILOG_FILES = /design/flow/design.v
export SDC_FILE = /design/flow/constraint.sdc
export NUM_CORES = 4
export LEC_CHECK = 1
export CORE_AREA = 10 10 157 157
export DIE_AREA = 0 0 167 167
File: ./constraint.sdc
current_design axisvoter_v1_0

set clk_period 1.0
set clk_io_pct 0.2

create_clock -name clk0 -period $clk_period

set non_clock_inputs [all_inputs -no_clocks]
set_input_delay [expr $clk_period * $clk_io_pct] -clock clk0 $non_clock_inputs
set_output_delay [expr $clk_period * $clk_io_pct] -clock clk0 [all_outputs]
File: ./design.v
`timescale 1ns / 1ps
module MajorityVoter (
    input wire X1,
    input wire X2,
    input wire X3,
    output wire Y
);
wire N1;
wire N2;
assign N1 = X1 && X2;
assign N2 = X1 || X2;
assign Y = X3 ? N2 : N1;
endmodule
`timescale 1 ns / 1 ps
	module axisvoter_v1_0 #
	(
    parameter integer C_S_AXI_DATA_WIDTH	= 32,
    parameter integer C_S_AXI_ADDR_WIDTH	= 4
)
	(
    input wire  s_axi_out_aclk,
    input wire  s_axi_out_aresetn,
    input wire [C_S_AXI_ADDR_WIDTH-1 : 0] s_axi_out_awaddr,
    input wire [2 : 0] s_axi_out_awprot,
    input wire  s_axi_out_awvalid,
    output wire  s_axi_out_awready,
    input wire [C_S_AXI_DATA_WIDTH-1 : 0] s_axi_out_wdata,
    input wire [(C_S_AXI_DATA_WIDTH/8)-1 : 0] s_axi_out_wstrb,
    input wire  s_axi_out_wvalid,
    output wire  s_axi_out_wready,
    output wire [1 : 0] s_axi_out_bresp,
    output wire  s_axi_out_bvalid,
    input wire  s_axi_out_bready,
    input wire [C_S_AXI_ADDR_WIDTH-1 : 0] s_axi_out_araddr,
    input wire [2 : 0] s_axi_out_arprot,
    input wire  s_axi_out_arvalid,
    output wire  s_axi_out_arready,
    output wire [C_S_AXI_DATA_WIDTH-1 : 0] s_axi_out_rdata,
    output wire [1 : 0] s_axi_out_rresp,
    output wire  s_axi_out_rvalid,
    input wire  s_axi_out_rready,
    input wire  m00_axi_in_aclk,
    input wire  m00_axi_in_aresetn,
    output wire [C_S_AXI_ADDR_WIDTH-1 : 0] m00_axi_in_awaddr,
    output wire [2 : 0] m00_axi_in_awprot,
    output wire  m00_axi_in_awvalid,
    input wire  m00_axi_in_awready,
    output wire [C_S_AXI_DATA_WIDTH-1 : 0] m00_axi_in_wdata,
    output wire [C_S_AXI_DATA_WIDTH/8-1 : 0] m00_axi_in_wstrb,
    output wire  m00_axi_in_wvalid,
    input wire  m00_axi_in_wready,
    input wire [1 : 0] m00_axi_in_bresp,
    input wire  m00_axi_in_bvalid,
    output wire  m00_axi_in_bready,
    output wire [C_S_AXI_ADDR_WIDTH-1 : 0] m00_axi_in_araddr,
    output wire [2 : 0] m00_axi_in_arprot,
    output wire  m00_axi_in_arvalid,
    input wire  m00_axi_in_arready,
    input wire [C_S_AXI_DATA_WIDTH-1 : 0] m00_axi_in_rdata,
    input wire [1 : 0] m00_axi_in_rresp,
    input wire  m00_axi_in_rvalid,
    output wire  m00_axi_in_rready,
    input wire  m01_axi_in_aclk,
    input wire  m01_axi_in_aresetn,
    output wire [C_S_AXI_ADDR_WIDTH-1 : 0] m01_axi_in_awaddr,
    output wire [2 : 0] m01_axi_in_awprot,
    output wire  m01_axi_in_awvalid,
    input wire  m01_axi_in_awready,
    output wire [C_S_AXI_DATA_WIDTH-1 : 0] m01_axi_in_wdata,
    output wire [C_S_AXI_DATA_WIDTH/8-1 : 0] m01_axi_in_wstrb,
    output wire  m01_axi_in_wvalid,
    input wire  m01_axi_in_wready,
    input wire [1 : 0] m01_axi_in_bresp,
    input wire  m01_axi_in_bvalid,
    output wire  m01_axi_in_bready,
    output wire [C_S_AXI_ADDR_WIDTH-1 : 0] m01_axi_in_araddr,
    output wire [2 : 0] m01_axi_in_arprot,
    output wire  m01_axi_in_arvalid,
    input wire  m01_axi_in_arready,
    input wire [C_S_AXI_DATA_WIDTH-1 : 0] m01_axi_in_rdata,
    input wire [1 : 0] m01_axi_in_rresp,
    input wire  m01_axi_in_rvalid,
    output wire  m01_axi_in_rready,
    input wire  m02_axi_in_aclk,
    input wire  m02_axi_in_aresetn,
    output wire [C_S_AXI_ADDR_WIDTH-1 : 0] m02_axi_in_awaddr,
    output wire [2 : 0] m02_axi_in_awprot,
    output wire  m02_axi_in_awvalid,
    input wire  m02_axi_in_awready,
    output wire [C_S_AXI_DATA_WIDTH-1 : 0] m02_axi_in_wdata,
    output wire [C_S_AXI_DATA_WIDTH/8-1 : 0] m02_axi_in_wstrb,
    output wire  m02_axi_in_wvalid,
    input wire  m02_axi_in_wready,
    input wire [1 : 0] m02_axi_in_bresp,
    input wire  m02_axi_in_bvalid,
    output wire  m02_axi_in_bready,
    output wire [C_S_AXI_ADDR_WIDTH-1 : 0] m02_axi_in_araddr,
    output wire [2 : 0] m02_axi_in_arprot,
    output wire  m02_axi_in_arvalid,
    input wire  m02_axi_in_arready,
    input wire [C_S_AXI_DATA_WIDTH-1 : 0] m02_axi_in_rdata,
    input wire [1 : 0] m02_axi_in_rresp,
    input wire  m02_axi_in_rvalid,
    output wire  m02_axi_in_rready
);
    assign m00_axi_in_awaddr = s_axi_out_awaddr;
    assign m01_axi_in_awaddr = s_axi_out_awaddr;
    assign m02_axi_in_awaddr = s_axi_out_awaddr;
    assign m00_axi_in_awprot = s_axi_out_awprot;
    assign m01_axi_in_awprot = s_axi_out_awprot;
    assign m02_axi_in_awprot = s_axi_out_awprot;
    assign m00_axi_in_awvalid = s_axi_out_awvalid;
    assign m01_axi_in_awvalid = s_axi_out_awvalid;
    assign m02_axi_in_awvalid = s_axi_out_awvalid;
    MajorityVoter majorityVoterA (
        .X1(m00_axi_in_awready),
        .X2(m01_axi_in_awready),
        .X3(m02_axi_in_awready),
        .Y(s_axi_out_awready)
    );
    assign m00_axi_in_wdata = s_axi_out_wdata;
    assign m01_axi_in_wdata = s_axi_out_wdata;
    assign m02_axi_in_wdata = s_axi_out_wdata;
    assign m00_axi_in_wstrb = s_axi_out_wstrb;
    assign m01_axi_in_wstrb = s_axi_out_wstrb;
    assign m02_axi_in_wstrb = s_axi_out_wstrb;
    assign m00_axi_in_wvalid = s_axi_out_wvalid;
    assign m01_axi_in_wvalid = s_axi_out_wvalid;
    assign m02_axi_in_wvalid = s_axi_out_wvalid;
    MajorityVoter majorityVoterB (
        .X1(m00_axi_in_wready),
        .X2(m01_axi_in_wready),
        .X3(m02_axi_in_wready),
        .Y(s_axi_out_wready)
    );
    genvar i;
    for (i=0; i<2; i=i+1)
    begin
        MajorityVoter majorityVoterC (
            .X1(m00_axi_in_bresp[i]),
            .X2(m01_axi_in_bresp[i]),
            .X3(m02_axi_in_bresp[i]),
            .Y(s_axi_out_bresp[i])
        );
    end
    MajorityVoter majorityVoterD (
        .X1(m00_axi_in_bvalid),
        .X2(m01_axi_in_bvalid),
        .X3(m02_axi_in_bvalid),
        .Y(s_axi_out_bvalid)
    );
    assign m00_axi_in_bready = s_axi_out_bready;
    assign m01_axi_in_bready = s_axi_out_bready;
    assign m02_axi_in_bready = s_axi_out_bready;
    assign m00_axi_in_araddr = s_axi_out_araddr;
    assign m01_axi_in_araddr = s_axi_out_araddr;
    assign m02_axi_in_araddr = s_axi_out_araddr;
    assign m00_axi_in_arprot = s_axi_out_arprot;
    assign m01_axi_in_arprot = s_axi_out_arprot;
    assign m02_axi_in_arprot = s_axi_out_arprot;
    assign m00_axi_in_arvalid = s_axi_out_arvalid;
    assign m01_axi_in_arvalid = s_axi_out_arvalid;
    assign m02_axi_in_arvalid= s_axi_out_arvalid;
    MajorityVoter majorityVoterE (
        .X1(m00_axi_in_arready),
        .X2(m01_axi_in_arready),
        .X3(m02_axi_in_arready),
        .Y(s_axi_out_arready)
    );
    for (i=0; i<C_S_AXI_DATA_WIDTH; i=i+1)
    begin
        MajorityVoter majorityVoterF (
            .X1(m00_axi_in_rdata[i]),
            .X2(m01_axi_in_rdata[i]),
            .X3(m02_axi_in_rdata[i]),
            .Y(s_axi_out_rdata[i])
        );
    end
    for (i=0; i<2; i=i+1)
    begin
        MajorityVoter majorityVoterG (
            .X1(m00_axi_in_rresp[i]),
            .X2(m01_axi_in_rresp[i]),
            .X3(m02_axi_in_rresp[i]),
            .Y(s_axi_out_rresp[i])
        );
    end
    MajorityVoter majorityVoterH (
        .X1(m00_axi_in_rvalid),
        .X2(m01_axi_in_rvalid),
        .X3(m02_axi_in_rvalid),
        .Y(s_axi_out_rvalid)
    );
    assign m00_axi_in_rready = s_axi_out_rready;
    assign m01_axi_in_rready = s_axi_out_rready;
    assign m02_axi_in_rready = s_axi_out_rready;
endmodule
==> job_summary.md <==
### Flow metrics

| Metric | Value |
|---|---|
| RSZ-0062 raised after global routing | true |
| CP startpoint kind | primary input |
| Final hold violations | 0 |
| Combinational share of power | 100.0% |
| Share of power burned in registers | 0% |
| Setup Fix Bufs, Post-CTS | 0 |
| Max Clk Rate | 1020 MHz |
| Cell total in the yosys stat output | 242 |
| NetSw | 0.150 mW |
| Pre-Place Util | 9.32% |
| Syn Inst Count | 242 |
| Peak per-stage delay on the critical path | 0.30 ns |
| Critical-path maximum fanout | 1 |
| Total global routing track utilization | 4.11% |
| Number of design rule violations left after detail routing | 0 |
| Synthesized chip area reported by yosys | 0.00197 sq mm |
| Worst supply voltage drop on vdd | 0.0000391 V |
| Clock share of power | 0% |
| Number of global-route vias before repair | 1,423 |
| Final instance count without filler cells | 480 |
| Ratio of total power to cell area | 300 mW/mm^2 |
| Routability congestion estimate | 0.745 |
| HPWL after DPL | 6.06 mm |
| Worst min-delay path category | primary input to output port |
| Worst Setup Slack post-DPL | -0.604 ns |
| Routed via count divided by cell count | 2.46 |
| Post-layout minimum cycle time | 0.981 ns |
| DRC violation total after the first TritonRoute iteration | 11 |
| Distinct cell type count of the synthesized netlist | 2 |
| Number of max-slew violations in the final report | 0 |
| Count of final setup violators | 0 |
| Worst Path Required | 0.80 ns |
| Critical Path Slowest Stage Cell | maj3_2 |
| Max_cap viols | 0 |
| Via count | 1,181 |
| Actual transition at the worst max-transition pin | 0.0688 ns |
| Share of the core filled with cells | 9.01% |
| Flop count | 0 |
| Total global routing overflow | 0 |
| Fraction of final layout cells with drive strength greater than 1 | 75.1% |
| Number of placed instances, taps included | 480 |
| Total tool warning count | 41 |
| Vertical die size | 167 microns |
| Wire length per cell | 13.7 microns |
| Warnings, synthesis | 0 |
| Antenna violations before repair | 0 |
| Static Leak | 0.823 nW |
| Critical path cell sequence | clkdlybuf4s15_1, maj3_2, buf_2 |
| Smallest setup slack after layout | 0.0186 ns |
| Core area | 0.0212 sq mm |
| Area growth from synthesis to layout | -3.24% |
| Overall die width | 167 microns |
| Number of top-level pins | 392 |
| Normalized max-slew margin | 95.4% |
| Setup Crit Path Kind | primary input to output port |
| Run status | completed |
| Register area share after synthesis | 0% |
| Internal power | 0.423 mW |
| Total detailed-routing wirelength | 6.56 mm |
| Number of iterations in the first detailed-routing pass | 4 |
| First-pass GRT wire length | 8.89 mm |
| Critical path arrival | 0.78 ns |
| Final period util | 98.1% |
| Endpoint kind of the worst setup timing path | output port |
| Sw frac | 26.1% |
| Count of port buffers added during placement | 164 |
| Area of the die | 0.0279 sq mm |
| Final sum of negative setup slack | 0 ns |
| Diode insertion count for antenna repair | 0 |
| Final ANT Viol Nets | 0 |
| Pin count of the biggest net entering global routing | 4 |
| Post-synthesis instance area | 0.00197 sq mm |
| Avg Cell Area, Syn | 8.14 sq um |
| # rows | 53 |
| Clock buffers | 0 |
| Register cell area after layout | 0 sq um |
| Total power | 0.573 mW |
critical path: cells and delay by family:
kind | cells | cell delay (ns)
adders and majority gates | 1 | 0.30
buffers and inverters | 2 | 0.28
final cells by class:
cell class                 instances  area (sq um)
timing repair buffer             164          1100
fill                            2508         19200
multi-input combinational         41           462
tap                              275           344
stage by stage:
step	cell area (sq um)	hold WS, ns
3_3_place_gp	2450	0.400
4_1_cts	2140	0.400
2_1_floorplan	1970	0.466
3_5_place_dp	2450	0.400
6_report	1910	0.400
5_1_grt	1910	0.400
what timing repair did:
action / in CTS / in global routing
hold buffers: 0 / 0
setup endpoints to repair: 41 / 36
gates cloned: 0 / 0
gates resized: 410 / 48
pin swaps: 41 / 30
power groups by stage:
stage,clock (mW),sequential [mW],combinational (mW)
6_report,0,0,0.573
4_1_cts,0,0,0.639
5_1_grt,0,0,0.635
Yosys cell counts (all sizes together):
master | count | area [sq um]
buf | 201 | 1510
maj3 | 41 | 462
placed cells by master (no fill, tap or decap), drive strengths merged:
master,Yosys,final
buf,201,64
clkdlybuf4s15,0,53
clkbuf,0,47
maj3,41,41
logic make-up (layout without fill, tap and decap cells):
logic type               count (synthesis)  in the layout  synth area share (%)
buffers and inverters                  201            164                  76.6
adder cells (fa/ha/maj)                 41             41                  23.4
layer usage:
metal,vias to the layer above,part of all wire (%),track usage [%]
li1,492,-,-
met1,433,22,2.69
met2,191,46,6.75
met3,63,22,3.51
met4,2,8.9,3.51
met5,-,0.79,1.44
path summary, 6_finish.rpt:
| kind | from | end | cells past startpoint |
|---|---|---|---|
| worst min-delay path | s_axi_out_awprot[0] | m00_axi_in_awprot[0] | 0 |
| worst max-delay path | m00_axi_in_rdata[27] | s_axi_out_rdata[27] | 3 |
Power and IR drop assume default switching activity.
