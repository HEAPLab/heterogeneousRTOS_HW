### /design/flow/config.mk
export PLATFORM = sky130hd
export DESIGN_NAME = aximvoter_v1_0
export DESIGN_NICKNAME = aximvoter_v1_0
export VERILOG_FILES = /design/flow/design.v
export SDC_FILE = /design/flow/constraint.sdc
export NUM_CORES = 4
export LEC_CHECK = 1
export CORE_AREA = 10 10 243 243
export DIE_AREA = 0 0 253 253
### /design/flow/constraint.sdc
current_design aximvoter_v1_0

set clk_period 1.0
set clk_io_pct 0.2

create_clock -name clk0 -period $clk_period

set non_clock_inputs [all_inputs -no_clocks]
set_input_delay [expr $clk_period * $clk_io_pct] -clock clk0 $non_clock_inputs
set_output_delay [expr $clk_period * $clk_io_pct] -clock clk0 [all_outputs]
### /design/flow/design.v
`timescale 1ns / 1ps
module MajorityVoter (
    input wire X1,
    input wire X2,
    input wire X3,
    output wire Y
);
wire N1;
wire N2;
assign N1 = X1 && X2;
assign N2 = X1 || X2;
assign Y = X3 ? N2 : N1;
endmodule
`timescale 1 ns / 1 ps
	module aximvoter_v1_0 #
	(
    parameter integer C_M_AXI_ADDR_WIDTH	= 32,
    parameter integer C_M_AXI_DATA_WIDTH	= 32
)
	(
    input  wire intr00_in,
    input wire intr01_in,
    input wire intr02_in,
    output wire intr_out,
    input wire  s00_axi_in_aclk,
    input wire  s00_axi_in_aresetn,
    input wire [C_M_AXI_ADDR_WIDTH-1 : 0] s00_axi_in_awaddr,
    input wire [2 : 0] s00_axi_in_awprot,
    input wire  s00_axi_in_awvalid,
    output wire  s00_axi_in_awready,
    input wire [C_M_AXI_DATA_WIDTH-1 : 0] s00_axi_in_wdata,
    input wire [(C_M_AXI_DATA_WIDTH/8)-1 : 0] s00_axi_in_wstrb,
    input wire  s00_axi_in_wvalid,
    output wire  s00_axi_in_wready,
    output wire [1 : 0] s00_axi_in_bresp,
    output wire  s00_axi_in_bvalid,
    input wire  s00_axi_in_bready,
    input wire [C_M_AXI_ADDR_WIDTH-1 : 0] s00_axi_in_araddr,
    input wire [2 : 0] s00_axi_in_arprot,
    input wire  s00_axi_in_arvalid,
    output wire  s00_axi_in_arready,
    output wire [C_M_AXI_DATA_WIDTH-1 : 0] s00_axi_in_rdata,
    output wire [1 : 0] s00_axi_in_rresp,
    output wire  s00_axi_in_rvalid,
    input wire  s00_axi_in_rready,
    input wire  s01_axi_in_aclk,
    input wire  s01_axi_in_aresetn,
    input wire [C_M_AXI_ADDR_WIDTH-1 : 0] s01_axi_in_awaddr,
    input wire [2 : 0] s01_axi_in_awprot,
    input wire  s01_axi_in_awvalid,
    output wire  s01_axi_in_awready,
    input wire [C_M_AXI_DATA_WIDTH-1 : 0] s01_axi_in_wdata,
    input wire [(C_M_AXI_DATA_WIDTH/8)-1 : 0] s01_axi_in_wstrb,
    input wire  s01_axi_in_wvalid,
    output wire  s01_axi_in_wready,
    output wire [1 : 0] s01_axi_in_bresp,
    output wire  s01_axi_in_bvalid,
    input wire  s01_axi_in_bready,
    input wire [C_M_AXI_ADDR_WIDTH-1 : 0] s01_axi_in_araddr,
    input wire [2 : 0] s01_axi_in_arprot,
    input wire  s01_axi_in_arvalid,
    output wire  s01_axi_in_arready,
    output wire [C_M_AXI_DATA_WIDTH-1 : 0] s01_axi_in_rdata,
    output wire [1 : 0] s01_axi_in_rresp,
    output wire  s01_axi_in_rvalid,
    input wire  s01_axi_in_rready,
    input wire  s02_axi_in_aclk,
    input wire  s02_axi_in_aresetn,
    input wire [C_M_AXI_ADDR_WIDTH-1 : 0] s02_axi_in_awaddr,
    input wire [2 : 0] s02_axi_in_awprot,
    input wire  s02_axi_in_awvalid,
    output wire  s02_axi_in_awready,
    input wire [C_M_AXI_DATA_WIDTH-1 : 0] s02_axi_in_wdata,
    input wire [(C_M_AXI_DATA_WIDTH/8)-1 : 0] s02_axi_in_wstrb,
    input wire  s02_axi_in_wvalid,
    output wire  s02_axi_in_wready,
    output wire [1 : 0] s02_axi_in_bresp,
    output wire  s02_axi_in_bvalid,
    input wire  s02_axi_in_bready,
    input wire [C_M_AXI_ADDR_WIDTH-1 : 0] s02_axi_in_araddr,
    input wire [2 : 0] s02_axi_in_arprot,
    input wire  s02_axi_in_arvalid,
    output wire  s02_axi_in_arready,
    output wire [C_M_AXI_DATA_WIDTH-1 : 0] s02_axi_in_rdata,
    output wire [1 : 0] s02_axi_in_rresp,
    output wire  s02_axi_in_rvalid,
    input wire  s02_axi_in_rready,
    input wire  m_axi_out_aclk,
    input wire  m_axi_out_aresetn,
    output wire [C_M_AXI_ADDR_WIDTH-1 : 0] m_axi_out_awaddr,
    output wire [2 : 0] m_axi_out_awprot,
    output wire  m_axi_out_awvalid,
    input wire  m_axi_out_awready,
    output wire [C_M_AXI_DATA_WIDTH-1 : 0] m_axi_out_wdata,
    output wire [C_M_AXI_DATA_WIDTH/8-1 : 0] m_axi_out_wstrb,
    output wire  m_axi_out_wvalid,
    input wire  m_axi_out_wready,
    input wire [1 : 0] m_axi_out_bresp,
    input wire  m_axi_out_bvalid,
    output wire  m_axi_out_bready,
    output wire [C_M_AXI_ADDR_WIDTH-1 : 0] m_axi_out_araddr,
    output wire [2 : 0] m_axi_out_arprot,
    output wire  m_axi_out_arvalid,
    input wire  m_axi_out_arready,
    input wire [C_M_AXI_DATA_WIDTH-1 : 0] m_axi_out_rdata,
    input wire [1 : 0] m_axi_out_rresp,
    input wire  m_axi_out_rvalid,
    output wire  m_axi_out_rready
);
    MajorityVoter intrVoter (
        .X1(intr00_in),
        .X2(intr01_in),
        .X3(intr02_in),
        .Y(intr_out)
    );
    genvar i;
    generate
        for (i=0; i<C_M_AXI_ADDR_WIDTH; i=i+1)
        begin
            MajorityVoter intrVoterA (
                .X1(s00_axi_in_awaddr[i]),
                .X2(s01_axi_in_awaddr[i]),
                .X3(s02_axi_in_awaddr[i]),
                .Y(m_axi_out_awaddr[i])
            );
        end
    endgenerate
    generate
        for (i=0; i<3; i=i+1)
        begin
            MajorityVoter intrVoterB (
                .X1(s00_axi_in_awprot[i]),
                .X2(s01_axi_in_awprot[i]),
                .X3(s02_axi_in_awprot[i]),
                .Y(m_axi_out_awprot[i])
            );
        end
    endgenerate
    MajorityVoter intrVoterC (
        .X1(s00_axi_in_awvalid),
        .X2(s01_axi_in_awvalid),
        .X3(s02_axi_in_awvalid),
        .Y(m_axi_out_awvalid)
    );
    assign s00_axi_in_awready=m_axi_out_awready;
    assign s01_axi_in_awready=m_axi_out_awready;
    assign s02_axi_in_awready=m_axi_out_awready;
    generate
        for (i=0; i<C_M_AXI_DATA_WIDTH; i=i+1)
        begin
            MajorityVoter intrVoterD (
                .X1(s00_axi_in_wdata[i]),
                .X2(s01_axi_in_wdata[i]),
                .X3(s02_axi_in_wdata[i]),
                .Y(m_axi_out_wdata[i])
            );
        end
    endgenerate
    generate
        for (i=0; i<(C_M_AXI_DATA_WIDTH/8); i=i+1)
        begin
            MajorityVoter intrVoterE (
                .X1(s00_axi_in_wstrb[i]),
                .X2(s01_axi_in_wstrb[i]),
                .X3(s02_axi_in_wstrb[i]),
                .Y(m_axi_out_wstrb[i])
            );
        end
    endgenerate
    MajorityVoter intrVoterF (
        .X1(s00_axi_in_wvalid),
        .X2(s01_axi_in_wvalid),
        .X3(s02_axi_in_wvalid),
        .Y(m_axi_out_wvalid)
    );
    assign s00_axi_in_wready=m_axi_out_wready;
    assign s01_axi_in_wready=m_axi_out_wready;
    assign s02_axi_in_wready=m_axi_out_wready;
    assign s00_axi_in_bresp=m_axi_out_bresp;
    assign s01_axi_in_bresp=m_axi_out_bresp;
    assign s02_axi_in_bresp=m_axi_out_bresp;
    assign s00_axi_in_bvalid=m_axi_out_bvalid;
    assign s01_axi_in_bvalid=m_axi_out_bvalid;
    assign s02_axi_in_bvalid=m_axi_out_bvalid;
    MajorityVoter intrVoterG (
        .X1(s00_axi_in_bready),
        .X2(s01_axi_in_bready),
        .X3(s02_axi_in_bready),
        .Y(m_axi_out_bready)
    );
    generate
        for (i=0; i<C_M_AXI_ADDR_WIDTH; i=i+1)
        begin
            MajorityVoter intrVoterH (
                .X1(s00_axi_in_araddr[i]),
                .X2(s01_axi_in_araddr[i]),
                .X3(s02_axi_in_araddr[i]),
                .Y(m_axi_out_araddr[i])
            );
        end
    endgenerate
    generate
        for (i=0; i<3; i=i+1)
        begin
            MajorityVoter intrVoterI (
                .X1(s00_axi_in_arprot[i]),
                .X2(s01_axi_in_arprot[i]),
                .X3(s02_axi_in_arprot[i]),
                .Y(m_axi_out_arprot[i])
            );
        end
    endgenerate
    MajorityVoter intrVoterL (
        .X1(s00_axi_in_arvalid),
        .X2(s01_axi_in_arvalid),
        .X3(s02_axi_in_arvalid),
        .Y(m_axi_out_arvalid)
    );
    assign s00_axi_in_arready=m_axi_out_arready;
    assign s01_axi_in_arready=m_axi_out_arready;
    assign s02_axi_in_arready=m_axi_out_arready;
    assign s00_axi_in_rdata=m_axi_out_rdata;
    assign s01_axi_in_rdata=m_axi_out_rdata;
    assign s02_axi_in_rdata=m_axi_out_rdata;
    assign s00_axi_in_rresp=m_axi_out_rresp;
    assign s01_axi_in_rresp=m_axi_out_rresp;
    assign s02_axi_in_rresp=m_axi_out_rresp;
    assign s00_axi_in_rvalid=m_axi_out_rvalid;
    assign s01_axi_in_rvalid=m_axi_out_rvalid;
    assign s02_axi_in_rvalid=m_axi_out_rvalid;
    MajorityVoter intrVoterM (
        .X1(s00_axi_in_rready),
        .X2(s01_axi_in_rready),
        .X3(s02_axi_in_rready),
        .Y(m_axi_out_rready)
    );
endmodule
### /design/flow/run.sh
#!/bin/bash
# OpenROAD 26Q1-2900-gdf79404cd8, Yosys 0.63+post, stock flow scripts
make -C /OpenROAD-flow-scripts/flow DESIGN_CONFIG=/design/flow/config.mk WORK_HOME=/design/flow/orfs finish
==> summary.txt <==
Cell Type Count: 2
worst min path class: input port to output port
Critical Path End Type: output port
Final Setup Violations: 0
worst path cell trace: buf_6 > maj3_2 > buf_2
via count: 3045
sum of buffers and inverters on the critical path: 2
global-route wire length before repair: 29870 microns
total core area: 53810 sq um
Init Core Util: 0.05538
Overflow after GRT: 0
Clock buffer cells: 0
Final GP Congestion: 0.8918
Cells after DPL: 1256
post-route design area: 5159 sq um
Area growth, synth to finish: 73.09%
kind of critical path: input port to output port
crit path DAT: 790 ps
WL/cell: 19.28 microns
OpenROAD warning count: 40
Fill cells: 6338
DP Area: 6626 sq um
Max Fanout on Critical Path: 1
Pleak: 2.272 nW
CP max stage delay: 340 ps
die height: 253 microns
final hold violations: 0
Post-Syn Area: 2980 sq um
vias in the first global route: 3457
outcome: completed
worst vdd ir: 0.1034 mV
Flops: 0
Post-Syn Instances: 341
Rows: 85
synthesized area per cell: 8.740 sq um
area figure in the yosys stat output: 2980 sq um
Slew Limit Fails: 0
share of layout cells above drive strength 1: 0.7875
IO Pins: 620
fin crit period: 988.7 ps
# port buffers: 448
pin count of the biggest net entering global routing: 4
Max stage delay cell, worst path: maj3_2
DRC: 0
Post-DRT Antenna Nets: 0
die width: 253 microns
violation tally from detailed-route iteration zero: 53
critical path's top delay family: adder cells
vias per cell: 2.421
setup TNS: 0 ps
Worst Path Required: 800 ps
yosys cell count: 341
initial antenna violation count: 14
register area: 0 sq um
Startpoint Class: input port
Total Power: 1.715 mW
Slew headroom: 0.9373
worst-margin pin slew: 94.11 ps
Non-Filler Instances: 1258
Seq/Total Area, Yosys: 0
Synth Warn #: 0
Fmax achieved: 1.011 GHz
RSZ-0062 raised after global routing: false
Total Routed Length: 24260 microns
Detailed Routing Iterations Pass 1: 4
PwrDens: 332.4 nW/um^2
Max Cap Violations: 0
DP Wirelength: 23390 microns
total global-route track usage: 0.06919
DIE AREA: 64010 sq um
Final period util: 0.9887
-- cells in the final DEF (no fill, tap or decap) --
cell type	n
clkbuf_2	98
diode_2	2
buf_2	203
maj3_2	112
buf_12	1
clkdlybuf4s15_1	119
buf_6	24
clkdlybuf4s15_2	3
-- synth_stat cells (all sizes together) --
master | number | share of area
maj3 | 112 | 0.42
buf | 229 | 0.58
-- kinds of logic after synthesis --
kind of cell,after synthesis,synth area share
adder cells (fa/ha/maj),112,0.4232
buffers and inverters,229,0.5768
-- routing by layer --
layer	wire length, microns	track usage	up-vias
met2	10330	0.1067	379
met4	1230	0.02908	10
li1	-	-	1347
met3	6153	0.07300	92
met1	6476	0.05622	1217
met5	69	0	-
-- stage by stage --
stage	setup slack, ps	hold WS (ps)	util
floorplan	200.3	466.4	-
global placement	-729.3	400.0	0.1231
detailed placement	-718.0	400.0	0.1231
CTS	0.1215	400.0	0.1053
global route	0.1101	400.0	0.09577
finish	11.26	400.0	0.09586
-- timing repair --
action	CTS	global route
resized	1234	102
hold buffers	0	0
setup endpoints to repair	112	80
pin swaps	111	70
buffers inserted	0	0
-- area by class of cell --
| class | instances | area, sq um | area share |
|---|---|---|---|
| Timing Repair Buffer | 448 | 3022 | 0.5857 |
| Antenna cell | 2 | 5.005 | 0.0009702 |
| Tap cell | 696 | 870.8 | 0.1688 |
| Multi-Input combinational cell | 112 | 1261 | 0.2445 |
-- power breakdown --
part	internal (mW)	switching [mW]	total (mW)
logic	1.21	0.505	1.71
registers	0	0	0
clock network	0.000000280	0	0.000000280
total	1.21	0.505	1.71
-- worst paths after layout --
kind,from,endpoint,slack [ps],cells after the start
max,s02_axi_in_wdata[21],m_axi_out_wdata[21],10,3
min,m_axi_out_rdata[15],s00_axi_in_rdata[15],400,0
Power is estimated from default activity; no workload was simulated.
